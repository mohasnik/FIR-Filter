$ cat config.mk
export PLATFORM = sky130hd
export DESIGN_NAME = FIR_CT
export DESIGN_NICKNAME = FIR_CT
export VERILOG_FILES = /design/flow/design.v
export SDC_FILE = /design/flow/constraint.sdc
export NUM_CORES = 4
export LEC_CHECK = 1
export CORE_AREA = 10 10 70 70
export DIE_AREA = 0 0 80 80
$ cat constraint.sdc
current_design FIR_CT

set clk_period 1.0
set clk_io_pct 0.2

create_clock -name clk0 -period $clk_period [get_ports {clk}]

set non_clock_inputs [all_inputs -no_clocks]
set_input_delay [expr $clk_period * $clk_io_pct] -clock clk0 $non_clock_inputs
set_output_delay [expr $clk_period * $clk_io_pct] -clock clk0 [all_outputs]
$ cat design.v
module FIR_CT (
    input clk, rst, input_valid, cnt_done, sum_ready,
    output reg get_input, shift_en, flush, 
            cnt_clr, cnt_en, result_freeze,
    output reg output_valid
);
    parameter[2:0] STATE_IDLE = 0, STATE_GET_INPUT = 1, STATE_CALC = 2, STATE_WAIT_SUM = 3, STATE_READY = 4;
    reg[2:0] ps, ns;
    always @(ps, input_valid, cnt_done, sum_ready) begin
        ns = STATE_IDLE;
        case (ps)
            STATE_IDLE : ns = input_valid ? STATE_GET_INPUT : STATE_IDLE;
            STATE_GET_INPUT : ns = STATE_CALC;
            STATE_CALC : ns = cnt_done ? STATE_WAIT_SUM : STATE_CALC;
            STATE_WAIT_SUM : ns = sum_ready ? STATE_READY : STATE_WAIT_SUM;
            STATE_READY : ns = STATE_IDLE;
        endcase
    end
    always @(ps, input_valid, cnt_done, sum_ready) begin
        {get_input, shift_en, flush, cnt_clr, cnt_en, result_freeze, output_valid} = 7'd0;
        case (ps)
            STATE_IDLE : begin
                cnt_clr = 1;
            end
            STATE_GET_INPUT : begin
                get_input = 1;
                cnt_clr = 1;
                shift_en = 1;
                flush = 1;
            end
            STATE_CALC : begin
                shift_en = 1;
                cnt_en = 1;
            end
            STATE_READY : begin
                result_freeze = 1;
                output_valid = 1;
            end
        endcase
    end
    always @(posedge clk, posedge rst) begin
        if(rst)
            ps <= STATE_IDLE;
        else    
            ps <= ns;
    end
endmodule
$ cat run.sh
#!/bin/bash
# OpenROAD 26Q1-2900-gdf79404cd8, Yosys 0.63+post, stock flow scripts
make -C /OpenROAD-flow-scripts/flow DESIGN_CONFIG=/design/flow/config.mk WORK_HOME=/design/flow/orfs finish
==> summary.txt <==
impl run done, here's what came out: final core utilization 0.126, CP max stage cell dfrtp_1, final tally of hold violations 0, WP buf/inv 3, Die Span X 80 um, max-slew violation count 0, Buffers on Ports 11, RePlAce Congestion 0.707, static leakage 0.000227 uW, CTS Buffer Depth 2, startpoint class of the critical path register, root buffer cell clkbuf_4, drt drc 0, Synth flops 5, area of the core 3420 um^2, Ys Warns 1, outcome finished with violations, Area Growth Syn to Fin 110%, gate count of the mapped netlist 19, initial antenna violation count 0, critical path type reg2out, worst vdd ir 0.384 mV, failing checks setup timing, vias per cell 2.15, starting DRC count in detailed routing 1, layout filler cell count 403, Hold-fix buffers, CTS 0, Storage cell area 126 um^2, Post-Syn Area 205 um^2, H-tree depth 1, Unique masters post-synth 9, Seq share, synth 0.616, number of routed nets with antenna violations 0, syn_area_per_cell 10.8 um^2, DRT Pass-1 Iters 2, Routed WL 632 um, Die H 80 um, Power Density 1480 nW/um^2, total CTS buffers 3, # IOs 12, HPWL after DPL 490 um, RSZ-0062 raised after global routing yes, CP Data Required Time 0.80 ns, final worst path period share 1.20, number of warnings in the stage logs 27, Setup TNS -0.857 ns, Largest Register ps, CP Max Fanout 4, via count 181, ANT cells 0, worst clock skew 0.000880 ns, crit-path cells buf_4, buf_6, buf_6, Least-Margin Pin Slew 0.178 ns, die footprint 6400 um^2, fmax 0.833 GHz, worst skew pair latency 0.24 ns, number of cells in Yosys stat 19, post-synth area from yosys stat 205 um^2, most used cell, CP buf_6, Initial Utilization 0.0601, # setup viols final 6, logic area 48.8 um^2, pin count of the biggest net entering global routing 6, Worst Hold Class in2async, CTS Sinks 5, Reg clk slew, reported paths 0.04 ns, global-route wire length before repair 959 um, Largest regs ps: 5 flops, Largest stage delay, worst path 0.41 ns, Critical Path End Type output port, # rows 21, vias in the first global route 200, Arr. time, crit path 1.00 ns, CTS tree yes, max reg flops 5, GRT Util Overall 0.0207, Top Layout Cells buf_6 (7), inv_1 (4), clkdlybuf4s50_1 (4), dfrtp_1 (4), number of max-cap violations 0, routed len/inst 7.52 um, total congestion overflow 0, Commonest Layout Cell buf_6, CP delay by family, top flip-flops, share of layout cells above drive strength 1 0.447, post-route worst setup slack -0.200 ns, min Tclk post-route 1.20 ns, Slew HR 0.881
cells in the mapped netlist:
master	n	area [um^2]
a21o_1	2	15.0
inv_1	4	15.0
o21ai_0	1	5.00
dfrtp_1	4	100
or2_1	2	12.5
nand2_1	1	3.75
buf_4	2	15.0
and2_1	2	12.5
dfstp_2	1	26.3
layout make-up:
cell class,count,area share
tap,46,0.134
clock buffer,4,0.0610
multi-input combinational,8,0.113
timing repair buffer,17,0.363
inverter,4,0.0349
sequential,5,0.294
kinds of logic after synthesis:
group,Yosys count,synth area share
AND/OR/NAND/NOR,5,0.140
buffers and inverters,6,0.146
AND-OR/OR-AND,3,0.0975
flip-flops,5,0.616
final timing paths:
kind,from,to,slack (ns),cells after the start
worst min-delay path,rst,ps[3],0.15,2
min in group clk0,ps[4],ps[1],0.49,1
max in group asynchronous,rst,ps[0],0.62,2
worst max-delay path,ps[3],flush,-0.20,3
worst max register to register,ps[2],ps[2],0.12,3
worst min register to register,ps[4],ps[1],0.49,1
metal layers:
metal	vias up	track usage	share of wire
met5	-	0	0
met4	0	0.00176	0
met3	0	0.0284	0.24
met2	13	0.0225	0.27
met1	77	0.0235	0.49
li1	91	-	-
stage by stage:
stage	hold slack [ns]	power (uW)	setup WS, ns	area (um^2)	instances
after floorplan	-0.0222	281	0.226	205	19
after global placement	0.402	393	-0.263	380	77
after detailed placement	0.407	396	-0.265	380	77
after CTS	0.148	644	-0.224	423	83
after global routing	0.172	682	-0.234	430	84
final	0.149	635	-0.200	430	84
power by group:
group | switching, uW | leakage, uW | internal (uW)
Combinational | 43.9 | 0.000147 | 113
Clock | 79.9 | 0.0000150 | 151
Sequential | 15.7 | 0.0000654 | 232
Total | 139 | 0.000227 | 496
timing repair:
item                       CTS  global route
buffers inserted             2             1
pin swaps                    2             2
resized                     28             0
setup endpoints to repair    7             6
No activity file was given, so power comes from the tool's default toggle rates.
